==> /design/flow/design.v <==
module fifo_top(
  input  clk,
  input  rst,
  input  en,
  input  push_in,
  input  pop_in,
  input  [7:0] din,
  input  [3:0] threshold,
  output [7:0] dout,
  output empty,
  output full,
  output overrun,
  output underrun,
  output thre_trigger
);
  reg [7:0] mem [0:15];
  reg [3:0] waddr;
  reg empty_t, full_t;
  reg overrun_t, underrun_t;
  reg thre_t;
  wire push = push_in & ~full_t;
  wire pop  = pop_in  & ~empty_t;
  assign dout = mem[0];
  always @(posedge clk or posedge rst) begin
    if (rst)
      waddr <= 4'd0;
    else begin
      case ({push, pop})
        2'b10: if (!full_t)  waddr <= waddr + 1;
        2'b01: if (!empty_t) waddr <= waddr - 1;
      endcase
    end
  end
  always @(posedge clk or posedge rst) begin
    if (rst)
      empty_t <= 1'b1;
    else begin
      case ({push, pop})
        2'b10: empty_t <= 1'b0;
        2'b01: empty_t <= (waddr == 1);
      endcase
    end
  end
  always @(posedge clk or posedge rst) begin
    if (rst)
      full_t <= 1'b0;
    else begin
      case ({push, pop})
        2'b10: full_t <= (waddr == 4'd15);
        2'b01: full_t <= 1'b0;
      endcase
    end
  end
  always @(posedge clk) begin
    case ({push, pop})
      2'b01: begin
        for (int i = 0; i < 15; i++)
          mem[i] <= mem[i+1];
        mem[15] <= 8'd0;
      end
      2'b10: mem[waddr] <= din;
      2'b11: begin
        for (int i = 0; i < 15; i++)
          mem[i] <= mem[i+1];
        mem[15] <= 8'd0;
        mem[waddr-1] <= din;
      end
    endcase
  end
  always @(posedge clk or posedge rst)
    if (rst)
      underrun_t <= 1'b0;
    else
      underrun_t <= pop_in & empty_t;
  always @(posedge clk or posedge rst)
    if (rst)
      overrun_t <= 1'b0;
    else
      overrun_t <= push_in & full_t;
  always @(posedge clk or posedge rst)
    if (rst)
      thre_t <= 1'b0;
    else
      thre_t <= (waddr >= threshold);
  assign empty        = empty_t;
  assign full         = full_t;
  assign overrun      = overrun_t;
  assign underrun     = underrun_t;
  assign thre_trigger = thre_t;
endmodule
==> /design/flow/run.sh <==
#!/bin/bash
# OpenROAD 26Q1-2900-gdf79404cd8, Yosys 0.63+post, stock flow scripts
make -C /OpenROAD-flow-scripts/flow DESIGN_CONFIG=/design/flow/config.mk WORK_HOME=/design/flow/orfs finish
==> /design/flow/config.mk <==
export PLATFORM = sky130hd
export DESIGN_NAME = fifo_top
export DESIGN_NICKNAME = fifo_top
export VERILOG_FILES = /design/flow/design.v
export SDC_FILE = /design/flow/constraint.sdc
export NUM_CORES = 4
export LEC_CHECK = 1
export CORE_UTILIZATION = 50
==> /design/flow/constraint.sdc <==
current_design fifo_top

set clk_period 3.7
set clk_io_pct 0.2

create_clock -name clk0 -period $clk_period [get_ports {clk}]

set non_clock_inputs [all_inputs -no_clocks]
set_input_delay [expr $clk_period * $clk_io_pct] -clock clk0 $non_clock_inputs
set_output_delay [expr $clk_period * $clk_io_pct] -clock clk0 [all_outputs]
==> ds_physical_params.txt <==
Table: implementation figures

Parameter                              Value

Yosys
  Area share of the leading cell type in the synthesized netlist    0.596
  Top cells by area    sky130_fd_sc_hd__edfxtp_1, sky130_fd_sc_hd__mux2_2, sky130_fd_sc_hd__dfrtp_1, sky130_fd_sc_hd__ha_1, sky130_fd_sc_hd__nand2b_1
  Seq share, synth    0.631
  Number of distinct library cell variants in the gate-level netlist after synthesis    around 47
  Yosys stat chip area    roughly 6500 sq um
  Warning count from the yosys run    1
  Ys async rst share    0.0657
  Number of enable-type register cells in the synthesized netlist    128
  Library cell occupying the most area in the post-synthesis netlist    sky130_fd_sc_hd__edfxtp_1
  Post-synthesis register bit count    137
  Synthesized instance count    around 400
  Mapped Area    around 6500 sq um
  Syn Area/Cell    about 16 sq um
  Prevailing post-synth register cell    sky130_fd_sc_hd__edfxtp_1
  Cell count listed in synth_stat.txt    around 390

Worst hold path
  Worst hold path class    reg2reg
  Hold path startpoint    empty_t
  Hold Crit Endpoint    empty_t
  Depth of the worst hold-timing path    2

Finish
  Final instance count without filler cells    619
  Fraction of layout cells with a size suffix above 1    0.398
  Area growth syn-to-layout    16.2%
  Post-Route Utilization    0.594

Global route
  Via count of the first global-routing pass    roughly 3400
  Antenna violations before repair    0
  First-pass GRT wire length    ~17 mm
  Met2 usage    0.289
  GRT overflow    0
  Met1 usage in global routing    0.292
  Global-route total usage across every layer    0.187
  GRT busiest layer    met1
  Global-route met3 utilization    0.0597
  Maximum number of pins on one net before global-route repair    17

Die
  Number of cell rows    around 41
  Boundary Pins    30
  Pre-Place Util    0.511
  Std-Cell Core Area    12600 sq um
  Die Size    approximately 13000 sq um
  Vertical die dimension    116 um
  Chip width    around 120 um

Critical path
  Launching element type of the critical path    input port
  Crit Reg-Reg Startpoint    empty_t
  Reg2Reg Depth    7
  Reg-to-reg setup timing slack    between 0.7 and 0.8 ns
  Endpoint kind of the worst setup timing path    flip-flop
  Worst EP required    3.77 ns
  Arrival time worst endpoint    ~3.2 ns
  Reg-to-reg critical path endpoint    mem[6][7]
  Crit-path max FO    13
  Startpoint-to-endpoint class of the critical path    in2reg

Clock network
  Maximum level of the CTS H-tree    4
  Clock network latency to the later pin of the worst-skew pair    ~0.41 ns
  Clock transition at path regs    roughly 0.05 ns
  CTS max path bufs    2
  Root Driver    sky130_fd_sc_hd__clkbuf_16
  Count of clock tree sinks    between 100 and 150
  Hold buffer count at CTS    0
  Inserted Clock Buffers    17
  Post-CTS Setup Repair Bufs    0
  Post-CTS sizing    0
  TritonCTS clock tree    built

Power
  Net switching power    about 1.4 mW
  Part of the total power dissipated in sequential elements    0.463
  Max rail drop VDD    0.362 mV
  Power Internal    approximately 4 mW
  Power density over the cells    ~700 nW/um^2
  Pleak    between 2 and 3 nW
  Proportion of power drawn by combinational gates    0.236
  Share of total power consumed by net switching    0.264
  Part of the power in the clock network    0.301

Route
  Overall via count from detail_route    between 3000 and 4000
  Post-detailed-route DRC marker count    0
  Routed WL    between 10 and 15 mm
  Number of antenna-violating nets in the routed design    0
  Count of TritonRoute iterations in the first routing pass    4
  Mean number of vias per cell    around 5.3
  Iteration-0 DRC count of the detailed router    155
  Ant diodes    0
  Wirelength per Cell    ~17 um

Final timing
  Setup slack after layout    0.591 ns
  Fin crit period    between 3 and 4 ns
  Setup repair after global routing missed its margin    false
  Final setup violation count    0
  Post-route setup TNS    0 ns
  Post-route fraction of the period consumed by the critical path    0.840
  Highest attainable clock frequency    about 320 MHz
  Slew HR    0.492
  Clock skew after layout    approximately 0.006 ns
  Measured slew at the worst slew-check pin    between 0.7 and 0.8 ns
  Count of endpoints failing hold in the final timing report    0
  Number of slew-limit violations in the final report    0

Run
  Number of max-cap violations    0
  Count of warning messages emitted by the tools    30

Placed design
  Worst Setup Slack post-DPL    around 0.20 ns
  GP Congestion    a little over 0.8
  HPWL after detailed placement    7.12 mm
  IO buf count    28
  Total placed cells including tap cells    between 500 and 600

Outcome
  Result of the run    finished, final reports clean
## layout make-up
cell class | count | area (sq um)
flip-flops and latches | 137 | 4070
multi-input cells | 230 | 2260
clock buffers | 19 | 433
clock inverters | 13 | 128
fillers | 998 | 5120
well taps | 172 | 215
inverters | 10 | 37.5
repair buffers | 38 | 355
## worst max-delay path: stages
cell                              delay, ns
sky130_fd_sc_hd__clkdlybuf4s50_1       0.47
sky130_fd_sc_hd__nand2b_1              0.07
sky130_fd_sc_hd__inv_1                 0.11
sky130_fd_sc_hd__ha_1                  0.41
sky130_fd_sc_hd__or3b_1                0.40
sky130_fd_sc_hd__a21oi_2               0.18
sky130_fd_sc_hd__nor3b_4               0.23
sky130_fd_sc_hd__buf_4                 0.21
sky130_fd_sc_hd__nand2b_1              0.35
## layer usage
metal / vias to the layer above / wire length [um]
met1: 1586 / 4740
met4: 0 / 183
li1: 1600 / -
met3: 16 / 606
met5: - / 0
met2: 79 / 5110
## metrics by stage
stage	power [mW]	area, sq um	hold WS [ns]
after global routing	5.56	7500	0.529
after detailed placement	3.73	6940	0.484
after global placement	3.71	6940	0.488
after CTS	5.34	7500	0.499
after floorplan	3.40	6450	0.457
final	5.28	7500	0.493
## flip-flops by register name, indices dropped and copies added (netlist names)
| register | flops |
|---|---|
| waddr | 4 |
| underrun_t | 1 |
| empty_t | 1 |
| full_t | 1 |
| overrun_t | 1 |
| thre_t | 1 |
| mem | 128 |
## worst max-delay path by stage
stage,start,endpoint,slack [ns]
finish,push_in,mem[7][2],0.59
CTS,push_in,mem[7][2],0.62
global route,push_in,mem[6][7],0.38
## cell usage in the layout, fill, tap and decap left out, types with 4 or more instances in the layout
cell / synthesis / final
sky130_fd_sc_hd__o21ai_2: 4 / 4
sky130_fd_sc_hd__mux2_2: 115 / 115
sky130_fd_sc_hd__o21ai_0: 5 / 5
sky130_fd_sc_hd__mux2_4: 4 / 4
sky130_fd_sc_hd__dfrtp_1: 8 / 8
sky130_fd_sc_hd__nand2b_1: 11 / 11
sky130_fd_sc_hd__clkdlybuf4s50_1: 0 / 28
sky130_fd_sc_hd__inv_1: 10 / 10
sky130_fd_sc_hd__a21o_1: 5 / 5
sky130_fd_sc_hd__and3_1: 10 / 10
sky130_fd_sc_hd__clkbuf_16: 0 / 17
sky130_fd_sc_hd__nand2_1: 17 / 17
sky130_fd_sc_hd__ha_1: 10 / 10
sky130_fd_sc_hd__buf_4: 1 / 10
sky130_fd_sc_hd__a21oi_2: 4 / 4
sky130_fd_sc_hd__edfxtp_1: 128 / 128
sky130_fd_sc_hd__o21ai_4: 4 / 4
## cells by family after synthesis
family,count (synthesis),synth area share
DFF,137,0.631
muxes,121,0.213
and+or+nand+nor,59,0.0582
AOI/OAI and AO/OA,36,0.0541
buffers and inverters,27,0.0186
adders and majority gates,10,0.0194
xor gates and xnor gates,4,0.00543
## power by group through the flow
stage | sequential [mW] | clock [mW] | combinational (mW)
4_1_cts | 2.45 | 1.62 | 1.26
5_1_grt | 2.49 | 1.69 | 1.38
6_report | 2.45 | 1.59 | 1.24
## cell usage after synthesis, types with 2 or more instances
master	n
sky130_fd_sc_hd__ha_1	10
sky130_fd_sc_hd__inv_1	10
sky130_fd_sc_hd__nand3b_1	2
sky130_fd_sc_hd__o21ai_4	4
sky130_fd_sc_hd__and3b_1	2
sky130_fd_sc_hd__xnor2_1	3
sky130_fd_sc_hd__edfxtp_1	128
sky130_fd_sc_hd__buf_2	6
sky130_fd_sc_hd__mux2_2	115
sky130_fd_sc_hd__clkbuf_1	9
sky130_fd_sc_hd__o21a_1	3
sky130_fd_sc_hd__mux2_4	4
sky130_fd_sc_hd__a21o_1	5
sky130_fd_sc_hd__nand2_1	17
sky130_fd_sc_hd__dfrtp_1	8
sky130_fd_sc_hd__mux2_1	2
sky130_fd_sc_hd__o21ai_0	5
sky130_fd_sc_hd__nand4b_1	3
sky130_fd_sc_hd__and2_1	2
sky130_fd_sc_hd__nand2b_1	11
sky130_fd_sc_hd__a21oi_2	4
sky130_fd_sc_hd__a21oi_1	2
sky130_fd_sc_hd__nand3_2	2
sky130_fd_sc_hd__o21ai_2	4
sky130_fd_sc_hd__and3_1	10
sky130_fd_sc_hd__or3b_1	2
Power is estimated from default activity; no workload was simulated.
