==> flow/design.v <==
module uart_tx_top(
  input  clk,
  input  rst,
  input  baud_pulse,
  input  pen,
  input  thre,
  input  stb,
  input  sticky_parity,
  input  eps,
  input  set_break,
  input  [7:0] din,
  input  [1:0] wls,
  output reg pop,
  output reg sreg_empty,
  output reg tx
);
  typedef enum logic [1:0] {IDLE, START, SEND, PARITY} state_t;
  state_t state;
  reg [7:0] shft_reg;
  reg tx_data;
  reg d_parity;
  reg [2:0] bitcnt;
  reg [4:0] count;
  reg parity_out;
  always @(posedge clk or posedge rst) begin
    if (rst) begin
      state       <= IDLE;
      count       <= 5'd15;
      bitcnt      <= 3'd0;
      shft_reg    <= 8'd0;
      pop         <= 1'b0;
      sreg_empty  <= 1'b0;
      tx_data     <= 1'b1;
    end else if (baud_pulse) begin
      case (state)
        IDLE: begin
          if (!thre) begin
            if (count != 0)
              count <= count - 1;
            else begin
              count    <= 5'd15;
              state    <= START;
              bitcnt   <= {1'b1, wls};
              pop      <= 1'b1;
              shft_reg <= din;
              tx_data  <= 1'b0;
            end
          end
        end
        START: begin
          if (count != 0)
            count <= count - 1;
          else begin
            count <= 5'd15;
            state <= SEND;
            case (wls)
              2'b00: d_parity <= ^shft_reg[4:0];
              2'b01: d_parity <= ^shft_reg[5:0];
              2'b10: d_parity <= ^shft_reg[6:0];
              2'b11: d_parity <= ^shft_reg[7:0];
            endcase
            tx_data  <= shft_reg[0];
            shft_reg <= shft_reg >> 1;
            pop      <= 1'b0;
          end
        end
        SEND: begin
          case ({sticky_parity, eps})
            2'b00: parity_out <= ~d_parity;
            2'b01: parity_out <= d_parity;
            2'b10: parity_out <= 1'b1;
            2'b11: parity_out <= 1'b0;
          endcase
          if (bitcnt != 0) begin
            if (count != 0)
              count <= count - 1;
            else begin
              count   <= 5'd15;
              bitcnt  <= bitcnt - 1;
              tx_data <= shft_reg[0];
              shft_reg <= shft_reg >> 1;
            end
          end else begin
            if (count != 0)
              count <= count - 1;
            else begin
              sreg_empty <= 1'b1;
              if (pen) begin
                state   <= PARITY;
                count   <= 5'd15;
                tx_data <= parity_out;
              end else begin
                tx_data <= 1'b1;
                count   <= (stb == 0) ? 5'd15 :
                           (wls == 2'b00) ? 5'd23 : 5'd31;
                state <= IDLE;
              end
            end
          end
        end
        PARITY: begin
          if (count != 0)
            count <= count - 1;
          else begin
            tx_data <= 1'b1;
            count   <= (stb == 0) ? 5'd15 :
                       (wls == 2'b00) ? 5'd17 : 5'd31;
            state <= IDLE;
          end
        end
      endcase
    end
  end
  always @(posedge clk or posedge rst)
    if (rst)
      tx <= 1'b1;
    else
      tx <= tx_data & ~set_break;
endmodule
==> flow/run.sh <==
#!/bin/bash
# OpenROAD 26Q1-2900-gdf79404cd8, Yosys 0.63+post, stock flow scripts
make -C /OpenROAD-flow-scripts/flow DESIGN_CONFIG=/design/flow/config.mk WORK_HOME=/design/flow/orfs finish
==> flow/config.mk <==
export PLATFORM = sky130hd
export DESIGN_NAME = uart_tx_top
export DESIGN_NICKNAME = uart_tx_top
export VERILOG_FILES = /design/flow/design.v
export SDC_FILE = /design/flow/constraint.sdc
export NUM_CORES = 4
export LEC_CHECK = 1
export CORE_UTILIZATION = 30
==> flow/constraint.sdc <==
current_design uart_tx_top

set clk_period 3.7
set clk_io_pct 0.2

create_clock -name clk0 -period $clk_period [get_ports {clk}]

set non_clock_inputs [all_inputs -no_clocks]
set_input_delay [expr $clk_period * $clk_io_pct] -clock clk0 $non_clock_inputs
set_output_delay [expr $clk_period * $clk_io_pct] -clock clk0 [all_outputs]
==> metrics.cfg <==
[synth]
syn_avg_cell_area_um2=9.25
ys_seq_share_pct=45.5
yosysWarnings=1
edf_count=2
yosys_cells=159
synth_cells=159
netlist_area_um2=1470
synth.area.mux_share_pct=5.53
ys_async_sr_fraction_pct=92.3
aoi_share_pct=20.2
ys_top_logic_family=AND-OR/OR-AND gates
synth-simple-area-share_pct=17.5
synth.distinct_cells=38
top_cells_by_area=dfrtp_1, dfstp_2, o21ai_0
yosys.area.top_type=dfrtp_1
top_cell_area_share_pct=28.9
yosys_most_used_dff=dfrtp_1
ys_chip_area_um2=1470
synth_adder_area_share_pct=3.40
ys_sh_xor_pct=4.17
ys_ff=26

[setup_path]
critPathLaunch=count[0]
crit_path_end=shft_reg[4]
cp.required_ps=3900
end_kind=flip-flop
arrival_ps=2530
crit_fanout=13
r2r_cells=6
r2r-start=count[0]
worstSetupPathType=flip-flop to flip-flop
startpoint_type=flip-flop
slowest_stage=nand4_1
r2r-end=shft_reg[4]
rrSetupSlack_ps=1370
cp_slowest_stage_delay_ps=500
crit_chain=inv_1 > ha_1 > nor4b_4 > nand4_1 > or2_1 > o21ai_1

[sta]
hold_violations=0
skew_ps=4.17
tns_ps=0
setup_viol=0
worst_slew_pin_slew_ps=853
setup_slack_ps=1370
slew_viol_final=0
finalCritPeriodShare_pct=62.9
rsz0062_at_grt=no
max_slew_margin_pct=42.7
max_clock_freq_mhz=430
period_minus_slack_ps=2330

[placed_design]
gp_congestion=0.810
numPortBuffers=21
place_ws_ps=1270
post_dp_cell_area_um2=1750
place.detailed.hpwl_um=2190

[route]
firstDrtPassIters=4
vias=1199
wl_um=3010
drtAntennaViolNets=0
n_antenna_cell=0
drt-initial-drc-count=38
drc=0
vias_per_cell=4.85
wl_per_cell_um=12.2

[cts]
cts-hold-fix-buffers=0
cts_buffer_depth=2
clk_pin_slew_ps=90
postCtsSetupRepairBufs=0
h-tree-depth=1
clockRootBuffer=clkbuf_8
cts_tree=built
cts_buffers=3
numClockSinks=26
cts_resized=0
clock.latency.late_pin_ps=270

[job]
drv_cap=0
warnings=27

[power]
power.leakage_nw=0.734
ir_drop_v=0.000238
powerDensity_nw_per_um2=706

[finish]
area_delta_synth_final_pct=24.0
final_cell_area_um2=1820
drive_above_1_share_pct=10.0
largest_reg_flops=8

[global_routing]
groute.usage.overall_pct=12.2
grt_overflow_total=0
antenna_found_initial=0
grt_pass1_vias=1104
grt_pass1_wl_um=5090
grt_max_degree=26

[floorplan]
die_h_um=72.0
chip_area_um2=5190
ioPinCount=22
die_width_um=72.0
fp-utilization_pct=31.2
core_area_um2=4720
rows=25

[run_status]
status=completed

[min_path]
hp-class=flip-flop to flip-flop

per-layer routing:
metal	vias to the layer above	wire, µm	GRT usage [%]	part of all wire [%]
li1	612	-	-	-
met3	2	121	0.986	4.0
met2	32	1320	19.5	44
met5	-	0	0	0
met1	553	1540	19.4	51
met4	0	28	1.53	0.93
per-stage QoR:
step | cells | utilization [%] | hold WS (ps) | total power (W)
final | 247 | 38.6 | 481 | 0.00129
after global routing | 247 | 38.6 | 493 | 0.00139
after CTS | 247 | 38.6 | 486 | 0.00130
after detailed placement | 243 | 37.1 | 467 | 0.00106
after global placement | 243 | 37.1 | 466 | 0.00105
after floorplan | 159 | - | 417 | 0.000925
synth_stat cells, drive strengths merged (3+ instances only):
library cell and n:
o21ai 28, dfrtp 17, nand2 17, a21oi 10, inv 9, dfstp 7
mux2i 7, xnor2 7, nor2 6, nand3 5, clkbuf 4, ha 4
nor3 4, nor2b 3, or2 3
where the power goes:
part | switching, W | leakage (nW) | internal, W
Combinational | 0.000248 | 0.385 | 0.000259
Sequential | 0.000123 | 0.312 | 0.000421
Clock | 0.0000913 | 0.0357 | 0.000145
final cells by class:
class / instances / area, µm²
clock buffer: 3 / 41.3
clock inverter: 1 / 30.0
fill: 456 / 2900
inverter: 9 / 33.8
multi-input combinational: 119 / 748
sequential: 26 / 669
tap: 67 / 83.8
timing repair buffer: 22 / 218
cells by family after synthesis:
family	count (synthesis)
buffers and inverters	14
and+or+nand+nor	48
muxes	8
adders and majority gates	4
AOI/OAI and AO/OA	52
DFF	26
xor gates and xnor gates	7
cells in the final DEF (no fill, tap or decap), types with 3 or more instances in the layout:
cell type        netlist  layout
xnor2_1                7       7
nor2_1                 6       6
o21ai_1                9       9
nor3_1                 4       4
inv_1                  9       9
o21ai_0               19      19
nand3_1                5       5
ha_1                   4       4
clkdlybuf4s50_1        0      21
dfstp_2                7       7
dfrtp_1               17      17
clkbuf_8               0       3
nor2b_1                3       3
nand2_1               17      17
a21oi_1               10      10
mux2i_1                7       7
worst min path at each step:
stage,to,startpoint,cells past startpoint,slack (ps)
6_report,tx,tx_data,1,480
5_1_grt,tx,tx_data,1,490
4_1_cts,tx,tx_data,1,490
worst max-delay path, delay by kind of cell (launching register included):
kind / cells / cell delay [ps]
compound gates: 1 / 170
fa+ha+maj: 1 / 190
buf+inv: 1 / 90
flops: 1 / 380
simple gates: 3 / 1430
Power and IR drop assume default switching activity.
